--- /design/flow/run.sh ---
#!/bin/bash
# OpenROAD 26Q1-2900-gdf79404cd8, Yosys 0.63+post, stock flow scripts
make -C /OpenROAD-flow-scripts/flow DESIGN_CONFIG=/design/flow/config.mk WORK_HOME=/design/flow/orfs finish
--- /design/flow/config.mk ---
export PLATFORM = sky130hd
export DESIGN_NAME = Acc8
export DESIGN_NICKNAME = Acc8
export VERILOG_FILES = /design/flow/design.v
export SDC_FILE = /design/flow/constraint.sdc
export NUM_CORES = 4
export LEC_CHECK = 1
export CORE_AREA = 10 10 70 70
export DIE_AREA = 0 0 80 80
--- /design/flow/constraint.sdc ---
current_design Acc8

set clk_period 1.7
set clk_io_pct 0.2

create_clock -name clk0 -period $clk_period [get_ports {clk}]

set non_clock_inputs [all_inputs -no_clocks]
set_input_delay [expr $clk_period * $clk_io_pct] -clock clk0 $non_clock_inputs
set_output_delay [expr $clk_period * $clk_io_pct] -clock clk0 [all_outputs]
--- /design/flow/design.v ---
module DFF8(output [7:0] Dout, input [7:0] Din, input clk, rst, w_en);
	reg [7:0] Dout;
	always@(posedge clk or negedge rst) begin
		if(!rst)
			Dout <= 8'd0;
		else
			Dout <= (w_en)? Din : Dout;
	end
endmodule
module Acc8(output [7:0] Dout, input [7:0] Din, input clk, rst, w_en);
	assign Din = Dout + 8'd1;
	DFF8 dff(.Dout(Dout), .Din(Din), .clk(clk), .rst(rst), .w_en(w_en));
endmodule
==> flow_summary_export.csv <==
group,metric,value,unit
status,outcome.stop_stage,"synthesis",
synthesis,ys_warn_count,1,
synthesis,async_flop_share,1.000,
synthesis,synth.top_cells.by_count,"dfrtp_1, xor2_1, nand2_1, nor2_1, xnor2_1",
synthesis,ys_types,11,
synthesis,ys_cells,28,
synthesis,synth.most_common_cell,"dfrtp_1",
synthesis,top_area_frac,0.5797,
status,error,"ERROR: Found 1 problems in 'check -assert'.",
synthesis,ys_area,345.3,sq um
synthesis,ys_seq_frac,0.5797,
synthesis,edf_count,0,
synthesis,synth.area.top_cells,"dfrtp_1, xor2_1, xnor2_1, ha_1, nand4_1",
synthesis,ff_type,"dfrtp_1",
status,status,"aborted with a tool error",
synthesis,numSynthFlops,8,
synthesis,yosys.area.top_type,"dfrtp_1",
## kinds of logic after synthesis
group / count (synthesis) / share of synthesized area
xor gates and xnor gates: 7 / 0.1775
and+or+nand+nor: 9 / 0.1377
adders and majority gates: 1 / 0.03623
muxes: 1 / 0.03261
buffers and inverters: 2 / 0.03623
DFF: 8 / 0.5797
