`run.sh`:
```
#!/bin/bash
# OpenROAD 26Q1-2900-gdf79404cd8, Yosys 0.63+post, stock flow scripts
make -C /OpenROAD-flow-scripts/flow DESIGN_CONFIG=/design/flow/config.mk WORK_HOME=/design/flow/orfs finish
```
`config.mk`:
```
export PLATFORM = sky130hd
export DESIGN_NAME = Div_Dec3to8
export DESIGN_NICKNAME = Div_Dec3to8
export VERILOG_FILES = /design/flow/design.v
export SDC_FILE = /design/flow/constraint.sdc
export NUM_CORES = 4
export LEC_CHECK = 1
export CORE_AREA = 10 10 70 70
export DIE_AREA = 0 0 80 80
```
`constraint.sdc`:
```
current_design Div_Dec3to8

set clk_period 1.0
set clk_io_pct 0.2

create_clock -name clk0 -period $clk_period

set non_clock_inputs [all_inputs -no_clocks]
set_input_delay [expr $clk_period * $clk_io_pct] -clock clk0 $non_clock_inputs
set_output_delay [expr $clk_period * $clk_io_pct] -clock clk0 [all_outputs]
```
`design.v`:
```
module DFF32(output [31:0] Dout, input [31:0] Din, input clk, reset, w_en);
	reg [31:0] Dout;
	always@(posedge clk) begin
		if(reset)
			Dout <= 32'd0;
		else
			Dout <= (w_en)? Din : Dout;
	end
endmodule
module Accu32(output [31:0] Acc_out,input clk, reset, w_en);
	wire [31:0] Din;
	assign Acc_out = Din + 32'd1;
	DFF32 D0(.Dout(Acc_out),
		 .Din(Din),
		 .clk(clk),
		 .reset(reset),
		 .w_en(w_en));
endmodule
module Div_Dec3to8(output [31:0] Dout, input [2:0] Din);
	reg [31:0] Dout;
	always@(Din) begin
		case(Din)
		3'd0:
			Dout = 32'd200000000;
		3'd1:
			Dout = 32'd150000000;
		3'd2:
			Dout = 32'd100000000;
		3'd3:
			Dout = 32'd50000000;
		3'd4:
			Dout = 32'd25000000;
		3'd5:
			Dout = 32'd16666666;
		3'd6:
			Dout = 32'd10000000;
		3'd7:
			Dout = 32'd6250000;
		endcase
	end
endmodule
module FDiv(output Fout, input Fin, input [2:0] Fsel);
	wire [31:0] Acc_out, Dout, Dout_h;
	wire reset, F_t;
	assign reset = (Acc_out >= Dout)? 1'b1 : 1'b0;
	assign Dout_h = Dout >> 1;
	assign F_t = (Acc_out > Dout_h)? 1'b1 : 1'b0;
	Acc32 A0(.Acc_out(Acc_out),
		 .clk(Fin),
		 .reset(reset),
		 .w_en(1'b1));
	Div_Dec3to8 D0(.Dout(Dout), .Din(Fsel));
	DFF32 D1(.Dout(Fout),
		 .Din(F_t),
		 .clk(Fin),
		 .reset(reset),
		 .w_en(1'b1));
endmodule
```
==> impl_metrics.toml <==
# flow metrics
[drt]
routed_len_inst_um = 11.30
first_pass_iters = 2
post-route-drc-count = 0
antenna_diode_instance_count = 0
drt-total-wl_mm = 1.559
detail-route-antenna-nets = 0
via_count = 426
drt_iter0_drc = 6
avgViaCountPerCell = 3.087

[floorplan]
core_area_sq_um = 3416
design.portCount = 35
die_area_sq_um = 6400
dieWidth_um = 80
placementRows = 21
chipHeight_um = 80
floorplan.core_util = 0.09011

[final_timing]
timing.fmax_mhz = 836.7
min_period_ns = 1.195
unrepaired_setup_endpoints_after_global_routing = "true"
report.final.hold_viol_count = 0
setup_ws_ns = -0.1952
period_used_share = 1.195
final.hold.worst_slack_ns = 0.7998
final-max-slew-violation-count = 0
totalNegativeSetupSlack_ns = -2.255
setup_viol = 21

[logic_synthesis]
synth.largest_area_cell = "buf_4"
simple_gate_share = 0.2642
post_synth_main_logic_family = "buffers and inverters"
synthCells = 45
ys_cells = 45
adder_share = 0.2439
synthTopCellsByArea = "buf_4 24%, ha_1 24%, inv_1 7.3%"
yosys_area_sq_um = 307.8
synth.yosys.warnings = 1
ys_types = 18
yosys.stat.seqShare = 0
mux_area_frac = 0
synthesis.area_sq_um = 307.8
avgSynthCellArea_sq_um = 6.840
synth.cellmix.xorXnorShare = 0
post_synth_ao_oa_area_fraction = 0.1463
synth.top_cell.area_share = 0.2439

[power]
power_per_cell_area_nw_per_um2 = 384.1
power_leakage_nw = 0.4747
worst_ir_drop_vdd_mv = 0.05902

[finish]
design_area_sq_um = 943.4
seq_cell_count = 0
layout.area.seq_sq_um = 0
syn_to_final_growth_pct = 206.5
final_cell_count_no_fill = 138
fillCellCount = 354
clkbuf_count = 0
final_layout_size_suffix_gt1_frac = 0.7826

[global_routing]
track_usage = 0.04087
antenna_found_initial = 0
grt_first_pass_wirelength_mm = 2.166
grt_start_max_net_pins = 10
grt-ovfl-total = 0
grt_pass1_vias = 416

[setup_path]
largest_fanout_on_the_critical_path = 4
arrival_time_reported_for_the_critical_path_endpoint_ns = 1.00
end_kind = "primary output"
critPathRequiredTime_ns = 0.80
startpoint_type = "input port"
criticalPathCategory = "in2out"

[placement]
post_dp_cell_area_sq_um = 651.9
place_congestion = 0.7012
buffer_ports.inserted = 29
post-place-cells = 120
place_hpwl_mm = 1.025
preCtsSetupSlack_ns = -1.020

[worst_hold_path]
hold_path_class = "in2out"

[status]
failed_checks = "negative setup slack"
status = "finished with violations"

[flow_run]
openroad.warnings = 39
cap_violations = 0

[clock_network]
cts-hold-fix-buffers = 0
==> cells in the final DEF (no fill, tap or decap), types with 2 or more instances in the layout <==
cell           synthesis  final
buf_6                  0     12
ha_4                   0      6
a21o_1                 2      2
buf_8                  0      3
conb_1                 1      6
inv_8                  0      2
inv_2                  0      2
inv_1                  6      2
nor2b_4                0      2
and2_4                 1      2
buf_2                  1     20
a21oi_2                0      2
buf_4                 10      9
buf_12                 0      3
dlygate4sd2_1          0      2
==> cell usage after synthesis, drive strengths merged <==
cell / number
buf: 11
ha: 6
inv: 6
and2: 3
nor2b: 3
a21o: 2
a21oi: 2
nand2: 2
nand2b: 2
nor2: 2
and2b: 1
conb: 1
o21a: 1
o21ai: 1
o21bai: 1
or2: 1
==> layer usage <==
| metal | share of wire | track usage |
|---|---|---|
| met1 | 0.37 | 0.04351 |
| met2 | 0.54 | 0.07945 |
| met3 | 0.090 | 0.01364 |
| met4 | 0 | 0 |
| met5 | 0 | 0 |
==> report_power, final <==
group	leakage [nW]	internal, mW	switching [mW]
clock	0	0	0
sequential	0	0	0
combinational	0.475	0.235	0.127
==> final cells by class <==
cell class / instances / area, sq um / area share
Inverter: 6 / 37.54 / 0.03979
Timing Repair Buffer: 53 / 493.0 / 0.5225
Tap cell: 46 / 57.56 / 0.06101
Multi-Input combinational cell: 33 / 355.3 / 0.3767
==> final timing paths <==
check / from / end / slack, ns / cells past startpoint
min: Din[0] / Dout[12] / 0.80 / 4
max: Din[1] / Dout[23] / -0.20 / 7
==> through the flow <==
| stage | util | total power [mW] |
|---|---|---|
| 5_1_grt | 0.2762 | 0.3968 |
| 3_5_place_dp | 0.1908 | 0.2398 |
| 2_1_floorplan | - | 0.07979 |
| 3_3_place_gp | 0.1908 | 0.2395 |
| 6_report | 0.2762 | 0.3624 |
| 4_1_cts | 0.2524 | 0.3238 |
==> worst max-delay path, stage by stage <==
cell and delay, ns:
buf_8 0.09, inv_8 0.03, ha_4 0.27, and2b_1 0.19, buf_6 0.11, inv_2 0.03, buf_2 0.07
==> what timing repair did <==
action | 4_1_cts | 5_1_grt
pin swaps | 9 | 5
resized | 140 | 12
endpoints found under the setup margin | 26 | 23
setup buffers | 13 | 5
cloned | 1 | 1
==> cells by family (layout without fill, tap and decap cells) <==
family	after synthesis	in the layout
other cells	1	6
fa+ha+maj	6	6
buf+inv	17	59
simple gates	14	14
compound gates	7	7
Power is estimated from default activity; no workload was simulated.
